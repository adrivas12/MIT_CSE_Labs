File: flow/config.mk
export PLATFORM = sky130hd
export DESIGN_NAME = q3
export DESIGN_NICKNAME = q3
export VERILOG_FILES = /design/flow/design.v
export SDC_FILE = /design/flow/constraint.sdc
export NUM_CORES = 4
export LEC_CHECK = 1
export CORE_AREA = 10 10 70 70
export DIE_AREA = 0 0 80 80
File: flow/constraint.sdc
current_design q3

set clk_period 1.1
set clk_io_pct 0.2

create_clock -name clk0 -period $clk_period

set non_clock_inputs [all_inputs -no_clocks]
set_input_delay [expr $clk_period * $clk_io_pct] -clock clk0 $non_clock_inputs
set_output_delay [expr $clk_period * $clk_io_pct] -clock clk0 [all_outputs]
File: flow/design.v
module q3(W, En, Y);
	input [3:0]W;
	input En;
	output [0:15]Y;
	wire [0:3]en;
	dec2to4 stage0(W[3:2], En, en[0:3]);
	dec2to4 stage1(W[1:0], ~en[0], Y[0:3]);
	dec2to4 stage2(W[1:0], ~en[1], Y[4:7]);
	dec2to4 stage3(W[1:0], ~en[2], Y[8:11]);
	dec2to4 stage4(W[1:0], ~en[3], Y[12:15]);
endmodule
module dec2to4(W, En, Y);
	input [1:0]W;
	input En;
	output [0:3]Y;
	reg [0:3]Y;
	always @(W or En)
	begin
	if(En==0)
		Y=4'b1111;
	else
	begin
	case(W)
		0:Y=4'b0111;
		1:Y=4'b1011;
		2:Y=4'b1101;
		3:Y=4'b1110;
	endcase	
	end
	end
endmodule
File: flow/run.sh
#!/bin/bash
# OpenROAD 26Q1-2900-gdf79404cd8, Yosys 0.63+post, stock flow scripts
make -C /OpenROAD-flow-scripts/flow DESIGN_CONFIG=/design/flow/config.mk WORK_HOME=/design/flow/orfs finish
==> impl_results.html <==
<h2>Synthesis and place &amp; route</h2>
<table>
<tr><th>Metric</th><th>Value</th></tr>
<tr><th colspan="2">Route</th></tr>
<tr><td>Mean number of vias per cell</td><td>2.83</td></tr>
<tr><td>Detail Route Antenna Nets</td><td>0</td></tr>
<tr><td>Wirelength, routed</td><td>996 µm</td></tr>
<tr><td>Total via count in the routed design</td><td>291</td></tr>
<tr><td>First drt pass iteration count</td><td>3</td></tr>
<tr><td>Final antenna diode count</td><td>0</td></tr>
<tr><td>Met1 layer wirelength in the final routing</td><td>393 µm</td></tr>
<tr><td>Initial DRC Count</td><td>21</td></tr>
<tr><td>Wire length per cell</td><td>9.67 µm</td></tr>
<tr><td>Highest metal used</td><td>met3</td></tr>
<tr><td>Remaining routing DRC violations</td><td>0</td></tr>
<tr><td>Wire length on met2</td><td>465 µm</td></tr>
<tr><td>WL met3</td><td>138 µm</td></tr>
<tr><th colspan="2">Finish</th></tr>
<tr><td>Final cell utilization of the core</td><td>15.0%</td></tr>
<tr><td>Sequential Area</td><td>0 µm²</td></tr>
<tr><td>Share of post-route cells with drive strength above 1</td><td>77.2%</td></tr>
<tr><td>Count of clock-net buffers in the final layout</td><td>0</td></tr>
<tr><td>Count of non-filler cells in the finished layout</td><td>103</td></tr>
<tr><td>Final sequential cell count</td><td>0</td></tr>
<tr><td>Fill count</td><td>389</td></tr>
<tr><td>Area grow syn2layout</td><td>314%</td></tr>
<tr><th colspan="2">Yosys</th></tr>
<tr><td>Yosys warning count</td><td>1</td></tr>
<tr><td>Ranking of synthesized cells by instance count</td><td>sky130_fd_sc_hd__nand2_1, sky130_fd_sc_hd__nand3_1, sky130_fd_sc_hd__and3b_1</td></tr>
<tr><td>Count of instantiated cells in the yosys netlist</td><td>23</td></tr>
<tr><td>Area leader, netlist</td><td>sky130_fd_sc_hd__nand2_1</td></tr>
<tr><td>Largest cells by area</td><td>sky130_fd_sc_hd__nand2_1, sky130_fd_sc_hd__nand3_1, sky130_fd_sc_hd__and3b_1, sky130_fd_sc_hd__nor3b_2, sky130_fd_sc_hd__and2b_4</td></tr>
<tr><td>Most common cell in the synthesized netlist</td><td>sky130_fd_sc_hd__nand2_1</td></tr>
<tr><td>Synthesized chip area reported by yosys</td><td>124 µm²</td></tr>
<tr><td>Proportion of synthesized chip area in sequential cells</td><td>0%</td></tr>
<tr><td>Largest type area fraction</td><td>36.4%</td></tr>
<tr><td>Post-synth design cell area</td><td>124 µm²</td></tr>
<tr><td>Average cell area after synthesis</td><td>5.39 µm²</td></tr>
<tr><td>Synth Instances</td><td>23</td></tr>
<tr><td>Number of distinct library cells after synthesis</td><td>8</td></tr>
<tr><th colspan="2">Critical path</th></tr>
<tr><td>Critical path peak fanout</td><td>4</td></tr>
<tr><td>Critical Path Sink Type</td><td>output port</td></tr>
<tr><td>Crit Path Category</td><td>in2out</td></tr>
<tr><td>Max stage delay on crit path</td><td>0.22 ns</td></tr>
<tr><td>Arr. time, crit path</td><td>0.93 ns</td></tr>
<tr><td>Number of buffer and inverter stages on the critical path</td><td>4</td></tr>
<tr><td>Element type at the critical path start</td><td>primary input</td></tr>
<tr><td>CP Cell Sequence</td><td>buf_8, nor3b_4, buf_4, buf_6, nand3_2, buf_2</td></tr>
<tr><td>Worst EP required</td><td>0.88 ns</td></tr>
<tr><td>Worst-path cell with the longest stage delay</td><td>sky130_fd_sc_hd__nor3b_4</td></tr>
<tr><td>Family with the most delay on the worst path</td><td>buffers and inverters</td></tr>
<tr><th colspan="2">Placement</th></tr>
<tr><td>Number of placed instances, taps included</td><td>90</td></tr>
<tr><td>Port-buffer cells</td><td>21</td></tr>
<tr><td>Global placement routability congestion</td><td>0.737</td></tr>
<tr><td>DPL Wire Length</td><td>704 µm</td></tr>
<tr><th colspan="2">Global routing</th></tr>
<tr><td>First-pass GRT wire length</td><td>1.43 mm</td></tr>
<tr><td>Maximum number of pins on one net before global-route repair</td><td>8</td></tr>
<tr><td>Via count of the first global-routing pass</td><td>268</td></tr>
<tr><td>Leftover overflow at the end of global routing</td><td>0</td></tr>
<tr><td>All-layer global routing usage</td><td>2.70%</td></tr>
<tr><td>Number of antenna violations at the first check in global routing</td><td>0</td></tr>
<tr><th colspan="2">Final timing</th></tr>
<tr><td>Total of endpoints with negative setup slack in the final report</td><td>5</td></tr>
<tr><td>Count of pins over their slew limit</td><td>0</td></tr>
<tr><td>Setup WS post-layout</td><td>-0.0464 ns</td></tr>
<tr><td>Post-route setup TNS</td><td>-0.127 ns</td></tr>
<tr><td>RSZ-0062 raised after global routing</td><td>true</td></tr>
<tr><td>Maximum clock frequency</td><td>872 MHz</td></tr>
<tr><td>Transition time at the pin with the least slew margin</td><td>0.205 ns</td></tr>
<tr><td>Ratio of final minimum period to clock period</td><td>104%</td></tr>
<tr><td>Final number of hold-violating endpoints</td><td>0</td></tr>
<tr><td>Max-slew headroom</td><td>86.3%</td></tr>
<tr><td>Clock period minus final worst setup slack</td><td>1.15 ns</td></tr>
<tr><th colspan="2">Pwr</th></tr>
<tr><td>Power Density</td><td>227 mW/mm²</td></tr>
<tr><td>Peak ir drop on the vdd network</td><td>31.3 µV</td></tr>
<tr><td>Leakage Power</td><td>0.203 nW</td></tr>
<tr><th colspan="2">Floorplan</th></tr>
<tr><td>Vertical die dimension</td><td>80 µm</td></tr>
<tr><td>Core area</td><td>0.00342 mm²</td></tr>
<tr><td>Effective utilization at floorplan</td><td>3.63%</td></tr>
<tr><td>Number of top-level pins</td><td>21</td></tr>
<tr><td>Overall chip area</td><td>0.00640 mm²</td></tr>
<tr><td>Die x size</td><td>80 µm</td></tr>
<tr><td>Number of rows created at floorplan</td><td>21</td></tr>
<tr><th colspan="2">Job</th></tr>
<tr><td>Number of OpenROAD warnings</td><td>34</td></tr>
<tr><td>Count of max-cap constraint violations</td><td>0</td></tr>
<tr><th colspan="2">Min path</th></tr>
<tr><td>Hold path startpoint</td><td>W[1]</td></tr>
<tr><td>End point of the worst hold path</td><td>Y[3]</td></tr>
<tr><td>Min-delay worst type</td><td>in2out</td></tr>
<tr><td>Hold Path Depth</td><td>3</td></tr>
<tr><th colspan="2">Outcome</th></tr>
<tr><td>Violated checks</td><td>negative setup slack</td></tr>
<tr><td>Run status</td><td>complete, but fails checks</td></tr>
</table>
layout by cell type (no fill, tap or decap):
| master | n |
|---|---|
| sky130_fd_sc_hd__clkbuf_2 | 5 |
| sky130_fd_sc_hd__and2b_2 | 1 |
| sky130_fd_sc_hd__nor2_2 | 1 |
| sky130_fd_sc_hd__nand3_1 | 2 |
| sky130_fd_sc_hd__and3b_2 | 2 |
| sky130_fd_sc_hd__nor3b_4 | 1 |
| sky130_fd_sc_hd__buf_4 | 4 |
| sky130_fd_sc_hd__buf_8 | 2 |
| sky130_fd_sc_hd__and3_4 | 1 |
| sky130_fd_sc_hd__buf_2 | 7 |
| sky130_fd_sc_hd__clkdlybuf4s15_1 | 2 |
| sky130_fd_sc_hd__nand2_1 | 7 |
| sky130_fd_sc_hd__dlygate4sd2_1 | 2 |
| sky130_fd_sc_hd__nand2_2 | 5 |
| sky130_fd_sc_hd__nand3_2 | 2 |
| sky130_fd_sc_hd__buf_6 | 12 |
| sky130_fd_sc_hd__and2b_4 | 1 |
timing repair:
action | in CTS | in global routing
setup endpoints to repair | 16 | 12
buffers inserted | 12 | 2
hold buffers | 0 | 0
pin swaps | 10 | 5
cloned | 0 | 0
gates resized | 79 | 18
how the worst max path moves through the flow:
stage	from	endpoint	slack, ns	cells past startpoint
finish	W[3]	Y[3]	-0.05	6
CTS	W[2]	Y[10]	-0.1	5
global route	W[3]	Y[2]	-0.09	6
cell type report:
cell class	count	area [µm²]	share of cell area, %
timing repair buffer	34	293	57.1
multi-input combinational	23	163	31.7
tap	46	57.6	11.2
power by group:
part	leakage [nW]	switching [W]	total [W]	internal, W
combinational	0.203	0.0000434	0.000116	0.0000728
clock	0	0	0	0
sequential	0	0	0	0
total	0.203	0.0000434	0.000116	0.0000728
cell families (layout without fill, tap and decap cells):
group	count (synthesis)	count (layout)	share of synthesized area [%]
buf+inv	0	34	0
simple gates	23	23	100
metal layers:
layer	vias to the layer above	track usage, %
li1	147	-
met1	130	3.49
met2	14	4.41
met3	0	1.02
met4	0	0
met5	-	0
stage by stage:
stage          hold WS (ns)  total power, W  setup WS, ns  instance area (µm²)
2_1_floorplan         0.464       0.0000209         0.360                  124
3_3_place_gp           1.51       0.0000693        -0.697                  392
3_5_place_dp           1.51       0.0000709        -0.713                  392
4_1_cts               0.695        0.000104       -0.0978                  494
5_1_grt               0.702        0.000126       -0.0888                  513
6_report              0.692        0.000116       -0.0464                  513
Power figures rest on the tool's default switching activity, not on a simulated workload.
