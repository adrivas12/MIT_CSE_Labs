**/design/flow/run.sh**
```bash
#!/bin/bash
# OpenROAD 26Q1-2900-gdf79404cd8, Yosys 0.63+post, stock flow scripts
make -C /OpenROAD-flow-scripts/flow DESIGN_CONFIG=/design/flow/config.mk WORK_HOME=/design/flow/orfs finish
```
**/design/flow/config.mk**
```make
export PLATFORM = sky130hd
export DESIGN_NAME = q5
export DESIGN_NICKNAME = q5
export VERILOG_FILES = /design/flow/design.v
export SDC_FILE = /design/flow/constraint.sdc
export NUM_CORES = 4
export LEC_CHECK = 1
export CORE_AREA = 10 10 70 70
export DIE_AREA = 0 0 80 80
```
**/design/flow/constraint.sdc**
```tcl
current_design q5

set clk_period 2.8
set clk_io_pct 0.2

create_clock -name clk0 -period $clk_period

set non_clock_inputs [all_inputs -no_clocks]
set_input_delay [expr $clk_period * $clk_io_pct] -clock clk0 $non_clock_inputs
set_output_delay [expr $clk_period * $clk_io_pct] -clock clk0 [all_outputs]
```
**/design/flow/design.v**
```verilog
module q5(W, Z, Y);
	input [0:15]W;
	output reg [0:3]Y;
	output reg Z;
	integer k;
	always @(W)
		begin
			Z=0;
			if(W==0)
				Y=0;
			else 
				begin
					for(k=0; k<16; k=k+1)
					begin 
						if(W[k]==1)
							Y=k;
					end
					Z=1;
				end
		end
endmodule
```
==> results.yml <==
# flow metrics
worst_hold_path:
  holdCritStartpoint: "W[1]"
  hold_path_class: "in -> out"
detailed_routing:
  wl_per_cell_um: 9.505
  firstDrtPassIters: 3
  drtIter0Drc: 9
  met1Wirelength_um: 444
  ant_nets: 0
  wirelength_um: 1017
  wl_met2_um: 453
  vias: 340
  drc_errors: 0
  dr.max_layer_used: "met3"
  routed_via_density: 3.178
  wl_met3_um: 119
power_and_ir_drop:
  internal_power_mw: 0.03135
  finalPower_mw: 0.05261
  pwr-share-clk: 0
  power_per_cell_area_mw_per_mm2: 92.83
  p_sw_mw: 0.02126
  seqPwrFrac: 0.076
  peakVddDrop_mv: 0.01243
  switching_share: 0.4041
  p_comb_frac: 0.924
  p_leak_nw: 0.2285
placement:
  gp_congestion: 0.7584
  portBuffers: 21
  post-dp-hpwl_um: 880.6
worst_setup_path:
  path_max_fanout: 4
  crit_required_ps: 2240
  crit_start: "W[15]"
  cp.arrival_ps: 2180
  cp-end-kind: "output pin"
  cp-start-kind: "input pin"
  criticalPathCategory: "in -> out"
global_route:
  grt.overflow.total: 0
  grt_pass1_vias: 351
  grt_max_degree: 6
  grt_pass1_wl_um: 1614
  antenna_found_initial: 1
  track_usage: 0.03011
status:
  status: "finished clean"
layout:
  final_common_cell: "dlygate4sd2_1"
  area_growth_pct: 151.7
  largest_reg_flops: 4
  lay_top_cells: "11 x dlygate4sd2_1, 7 x nor2_1, 7 x clkdlybuf4s50_1"
  fin_util: 0.1659
  drive_above_1_share: 0.1833
job:
  warnings: 33
  cap_violations: 0
synthesis:
  avgSynthCellArea_sq_um: 7.038
  syn_area_sq_um: 225.2
  synthDistinctLibCells: 16
  synth_flops: 4
  yosys_area_sq_um: 225.2
  ys_warn_count: 1
  yosys_cells: 32
  syn_inst: 32
clock_network:
  post_cts_buffers: 0
  hold_buffers: 0
timing:
  min_period_ps: 2742
  untimed_endpoints: 4
  setup_viol: 0
  hold_viol_final: 0
  drv_slew: 0
  fmax_mhz: 364.7
  fin_crit_sh: 0.9792
  unclocked_regs: 4
floorplanning:
  dieArea_sq_mm: 0.006400
  die_h_um: 80
  io_pins: 21
  core_sq_mm: 0.003416
  die_w_um: 80
  fp_util: 0.06593
  rows: 21
## final cells by class
| cell class | count | area, sq um |
|---|---|---|
| Sequential cell | 4 | 60.06 |
| Multi-Input combinational cell | 30 | 211.5 |
| Timing Repair Buffer | 25 | 231.5 |
| Tap cell | 46 | 57.56 |
| Antenna cell | 1 | 2.502 |
| Inverter | 1 | 3.754 |
| Fill cell | 391 | 2849 |
## cell usage after synthesis, drive strengths merged
| master | n | area share |
|---|---|---|
| a2111o | 1 | 0.050 |
| a221o | 1 | 0.044 |
| a311oi | 1 | 0.039 |
| a31oi | 1 | 0.028 |
| and2b | 1 | 0.039 |
| conb | 1 | 0.017 |
| dlxtn | 4 | 0.27 |
| inv | 1 | 0.017 |
| nand2 | 2 | 0.033 |
| nand2b | 3 | 0.083 |
| nand4b | 1 | 0.039 |
| nor2 | 7 | 0.12 |
| nor3 | 2 | 0.044 |
| nor4 | 4 | 0.11 |
| o31ai | 1 | 0.033 |
| or3b | 1 | 0.039 |
## power groups by stage
stage | Clock, mW | Sequential [mW] | Combinational (mW)
finish | 0.0000000477 | 0.00402 | 0.0486
global route | 0.0000000477 | 0.00410 | 0.0533
CTS | 0 | 0.00403 | 0.0452
## what timing repair did
item | in CTS | in global routing
pin swaps | 6 | 1
resized | 18 | 7
gates cloned | 0 | 0
setup endpoints to repair | 3 | 5
## final timing paths
path              depth (start not counted)  endpoint
hold / removal                            4         Z
setup / recovery                          5      Y[3]
## cell families (layout without fill, tap and decap cells)
family          after synthesis  count (layout)  share of synthesized area
other cells                   1               5                    0.01665
compound gates                5               5                     0.1945
buf+inv                       1              26                    0.01665
simple gates                 21              21                     0.5056
latches                       4               4                     0.2667
## routing by layer
metal | vias to the layer above | GRT usage
met4 | 0 | 0
li1 | 176 | -
met5 | - | 0
met3 | 0 | 0.01023
met1 | 152 | 0.03856
met2 | 12 | 0.05056
## worst max-delay path: stages
cell             delay, ps
clkdlybuf4s50_1        580
nor2_1                  80
a31oi_1                160
dlxtn_1                340
clkdlybuf4s50_1        450
## through the flow
stage | area, sq um | hold slack [ps] | instances | worst slack, ps | TNS (ps)
5_1_grt | 566.8 | 1980 | 107 | -6.931 | -6.931
6_report | 566.8 | 1944 | 107 | 58.34 | 0
3_5_place_dp | 534.3 | 2172 | 106 | -242.7 | -480.1
2_1_floorplan | 236.5 | 1191 | 35 | 810.3 | 0
4_1_cts | 538.0 | 1956 | 106 | -52.82 | -52.82
3_3_place_gp | 534.3 | 2168 | 106 | -218.4 | -477.7
Power and IR drop assume default switching activity.
